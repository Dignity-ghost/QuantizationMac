==> design.v <==
module acc_fp(
   clk, rst_n,
   ops,
   mul_man, mul_exp, mul_sgn,
   result
);
input                clk, rst_n;
input    [15: 0]     ops;
input                mul_sgn;
input    [ 3: 0]     mul_exp;
input    [15: 0]     mul_man;
output   [15: 0]     result;
wire     [ 1: 0]     align_sgn;
wire     [ 3: 0]     align_exp;
wire     [15: 0]     align_man0;
wire     [15: 0]     align_man1;
acc_fp_align acc_fp_align (
   .ops(ops),
   .mul_sgn(mul_sgn),
   .mul_exp(mul_exp), 
   .mul_man(mul_man), 
   .align_sgn(align_sgn),
   .align_exp(align_exp),
   .align_man0(align_man0),
   .align_man1(align_man1)
);
reg      [ 1: 0]     q0_align_sgn;
reg      [ 3: 0]     q0_align_exp;
reg      [16: 0]     q0_align_man0;
reg      [16: 0]     q0_align_man1;
always @ ( posedge clk or negedge rst_n ) begin
   if ( ~rst_n ) begin
   q0_align_sgn      <= 'h0;
   q0_align_exp      <= 'h0;
   q0_align_man0     <= 'h0;
   q0_align_man1     <= 'h0;
   end else begin
   q0_align_sgn      <= align_sgn;
   q0_align_exp      <= align_exp;
   q0_align_man0     <= align_man0;
   q0_align_man1     <= align_man1;
   end
end
wire     [16: 0]     q0_align_man = q0_align_man0 + q0_align_man1;
reg      [ 1: 0]     q1_align_sgn;
reg      [ 3: 0]     q1_align_exp;
reg      [13: 0]     q1_align_man;
always @ ( posedge clk or negedge rst_n ) begin
   if ( ~rst_n ) begin
   q1_align_sgn               <= 'h0;
   q1_align_exp               <= 'h0;
   q1_align_man               <= 'h0;
   end else begin
   q1_align_sgn               <= q0_align_sgn;
   q1_align_exp               <= q0_align_exp;
   q1_align_man               <= q0_align_man;
   end
end
acc_fp_norm acc_fp_norm (
   .align_sgn(q1_align_sgn),
   .align_exp(q1_align_exp),
   .align_man(q1_align_man),
   .norm_result(result)
);
endmodule
module acc_fp_norm (
   norm_result,
   align_sgn,
   align_exp,
   align_man
);
input    [ 1: 0]     align_sgn;
input    [ 3: 0]     align_exp;
input    [16: 0]     align_man;
output   [15: 0]     norm_result;
wire     [15: 0]     result_man_abosolute = align_man[16] ? -align_man[15:0] : align_man[15:0];
integer                       i;
reg signed [ 3: 0]    result_man_norm_shift;
always @ * begin
   result_man_norm_shift = 0;
   for (i = 0; i < 16; i = i + 1) begin
      if (result_man_abosolute[i])
         result_man_norm_shift = 4'hf-i;
   end
end
wire     [11: 0]     result_man = (result_man_abosolute << result_man_norm_shift) >> 4;
wire     [ 3: 0]     result_exp = align_exp - result_man_norm_shift;
wire                 result_sgn_clamped = !(|result_man_abosolute) && align_sgn[1] ? 1'b0 : align_sgn[0] ^ align_man[16];
wire     [ 3: 0]     result_exp_clamped = !result_man[11] ? 0 : result_exp;
wire     [10: 0]     result_man_clamped = result_man[10:0];
assign               norm_result = {result_sgn_clamped, result_exp_clamped, result_man_clamped};
endmodule
module acc_fp_align (
   ops,
   mul_sgn, mul_exp, mul_man,
   align_sgn,
   align_exp,
   align_man0,
   align_man1
);
input    [15: 0]     ops;
input                mul_sgn;
input    [ 3: 0]     mul_exp;
input    [15: 0]     mul_man;
output   [ 1: 0]  align_sgn;
output   [ 3: 0]  align_exp;
output   [16: 0]  align_man0;
output   [16: 0]  align_man1;
wire              src0_sgn = ops[15];
wire     [ 3: 0]  src0_exp = ops[14:11];
wire     [12: 0]  src0_man = { 1'b0, |ops[14:0], ops[10:0] };
wire              src1_sgn = mul_sgn;
wire     [ 3: 0]  src1_exp = mul_exp;
wire     [16: 0]  src1_man = { 1'b0, mul_man };
wire     [ 4: 0]  src0_shift = src1_exp - src0_exp;
wire     [ 4: 0]  src1_shift = src0_exp - src1_exp;
wire     [ 3: 0]  src0_shift_clamped = src0_shift[4] ? 0 : src0_shift[3:0];
wire     [ 3: 0]  src1_shift_clamped = src1_shift[4] ? 0 : src1_shift[3:0];
wire     [12: 0]  src0_man_2comp = (  src1_shift[4] && (src0_sgn != src1_sgn) ) ? -src0_man : src0_man;
wire     [16: 0]  src1_man_2comp = ( !src1_shift[4] && (src0_sgn != src1_sgn) ) ? -src1_man : src1_man;
wire     [16: 0]  src0_man_shifted = { src0_man_2comp, 4'h0 } >>> src0_shift_clamped;
wire     [16: 0]  src1_man_shifted =   src1_man_2comp         >>> src1_shift_clamped;
assign            align_sgn = {src0_sgn != src1_sgn, src1_shift[4] ? src1_sgn : src0_sgn};
assign            align_exp = src1_shift[4] ? src1_exp : src0_exp;
assign            align_man0 = src0_man_shifted;
assign            align_man1 = src1_man_shifted;
endmodule
==> run.sh <==
#!/bin/bash
# OpenROAD 26Q1-2900-gdf79404cd8, Yosys 0.63+post, stock flow scripts
make -C /OpenROAD-flow-scripts/flow DESIGN_CONFIG=/design/flow/config.mk WORK_HOME=/design/flow/orfs finish
==> config.mk <==
export PLATFORM = sky130hd
export DESIGN_NAME = acc_fp
export DESIGN_NICKNAME = acc_fp
export VERILOG_FILES = /design/flow/design.v
export SDC_FILE = /design/flow/constraint.sdc
export NUM_CORES = 4
export LEC_CHECK = 1
export CORE_UTILIZATION = 30
==> constraint.sdc <==
current_design acc_fp

set clk_period 3.8
set clk_io_pct 0.2

create_clock -name clk0 -period $clk_period [get_ports {clk}]

set non_clock_inputs [all_inputs -no_clocks]
set_input_delay [expr $clk_period * $clk_io_pct] -clock clk0 $non_clock_inputs
set_output_delay [expr $clk_period * $clk_io_pct] -clock clk0 [all_outputs]
==> flow_results.org <==
* Flow results

** Worst setup path
- Crit Reg-Reg Endpoint :: q1_align_man[9]
- According to the timing report, the critical path is launched from ops[11].
- STA classifies the critical path startpoint as a primary input.
- Category of cells accounting for the largest share of critical-path delay :: AND-OR/OR-AND gates
- Path depth of the worst reg2reg path :: 9
- Category of the most critical setup path :: primary input to flop
- Per STA, the highest per-stage delay on the worst path measures approximately 0.44 ns.
- STA lists the maximum fanout along the critical path as 8.
- Ordered cell list for the critical path :: clkdlybuf4s50_1, inv_1, ha_1, inv_1, fa_1, a211o_1, a21oi_2, o31ai_1, xor2_1, mux2_2, mux2_2, a211oi_1
- Required time worst endpoint :: approximately 4.0 ns
- The critical path's slowest stage uses the library cell sky130_fd_sc_hd__clkdlybuf4s50_1.
- R2R Path Start :: q0_align_man0[1]
- On the critical path the data arrives at 3.79 ns.
- The worst register-to-register path has a setup slack of 1.41 ns.
- According to the timing report, the critical path is captured at q0_align_man0[10].
- Endpoint type of the worst setup path :: flop
- Number of gates on the worst path with buffers counted :: 12
- Worst Path Buf+Inv :: 3

** Yosys
- For this run, the number of Yosys warnings is 5.
- Count of unique library cells instantiated by Yosys :: between 70 and 80
- Cell area leaders :: sky130_fd_sc_hd__dfrtp_1 26%, sky130_fd_sc_hd__mux2i_1 7.9%, sky130_fd_sc_hd__ha_1 6.3%
- The synthesized netlist has a Yosys-reported chip area of 5201 um2.
- In this run the mean area of a mapped cell was 8.102 um2.
- Of all flip-flops after synthesis, the portion carrying an async set or reset was 1.000.
- The share of synthesized area in the top cell type comes to 0.2598.
- Per the Yosys statistics, synthesis produced approximately 640 cells.
- Area fraction in full adders, half adders and majority gates :: 0.07794
- The biggest area contributor in the post-synthesis netlist is sky130_fd_sc_hd__dfrtp_1.
- Area fraction in and, or, nand and nor cells after synthesis :: 0.2011
- In this run, synthesis produced a sequential element count of 54.
- The synthesized netlist handed to floorplanning was reported with a cell count of about 640.
- By instance count, the leading cell after synthesis is sky130_fd_sc_hd__nor2_1.
- Mux contribution to synthesized area :: 0.1143
- The synthesized netlist occupies a cell area of roughly 5200 um2.
- Number of enable flip-flop cells :: 0
- Most common flop cell mapped by yosys :: sky130_fd_sc_hd__dfrtp_1
- In the synthesized netlist, the dominant kind of combinational cell is AND-OR/OR-AND gates.
- Of the total synthesized cell area, the portion taken by XOR and XNOR cells is 0.06567.
- Commonest cells in the netlist :: 67 x sky130_fd_sc_hd__nor2_1, 65 x sky130_fd_sc_hd__nand2_1, 54 x sky130_fd_sc_hd__dfrtp_1
- Sequential share of the synthesized area :: 0.2598
- In this run, the synthesized area fraction spent on AND-OR/OR-AND gates is recorded as 0.2278.

** Global route
- Largest net degree at the start of global routing :: 31
- Via count of the first global-routing pass :: between 4000 and 5000
- Per the GRT congestion report, total overflow comes to 0.
- Global-route wire length before repair :: approximately 21 mm
- Total global routing track utilization :: 0.1461
- Initial antenna violation count :: 1

** Power
- The share of total power dissipated in sequential elements is 0.233.
- Total power for the finished layout comes to between 4 and 5 mW.
- Net switching power :: approximately 1.6 mW
- Static leakage :: 2.784 nW
- Clock network fraction of design power :: 0.108
- The power report lists cell-internal power as ~2.4 mW.
- PD cells :: between 600 and 700 nW/um2
- Switching Share :: 0.3999
- IR Drop Worst-Case VDD :: 0.4663 mV
- The power report attributes to the combinational group a share of 0.659.

** Timing
- Final worst hold slack :: ~0.35 ns
- Maximum achievable frequency :: 0.2779 GHz
- Number of hold-slack violations in the final timing report :: 0
- Worst Skew :: slightly above 0.004 ns
- Final tally of setup violations :: 0
- Dividing the final minimum period by the clock period gives 0.9468.
- Unrepaired setup endpoints after global routing :: false
- Counting pins that exceed their max-slew limit in the final report gives 0.
- Measured against its own limit, the worst slew margin works out to 0.5686.
- The final timing report derives a shortest allowable period of roughly 3.6 ns.
- Looking at the max-slew report, the worst-margin pin has a slew of approximately 0.64 ns.

** Layout
- Final std cells w/o fill :: roughly 950
- Area added between synthesis and finish :: 24.49%
- Fraction of final layout cells with drive strength greater than 1 :: 0.1431
- For this run, the share of the core covered by cells in the final layout is 0.3863.

** Detailed routing
- Average wire length per cell after detail routing :: approximately 13 um
- Once detail routing completed, the nets flagged for antenna violations numbered 0.
- Length of routed wiring on met1 :: around 6.3 mm
- Met2 wire length :: 5.317 mm
- Number of inserted diodes :: 0
- The detailed router reports a met3 wire length of about 450 um.
- In the routed design, unresolved DRC markers number 0.
- Detail-routed via count per cell :: between 4 and 5
- Total via count in the routed design :: roughly 4700
- The first routing iteration left ~220 violations.
- Total length of routed wires :: roughly 12 mm
- First-pass detailed-route iteration total :: 5
- Highest metal layer with signal wires :: met4

** Die
- Die boundary width :: 133.7 um
- Core box area :: roughly 17000 um2
- Die extent in y :: 133.7 um
- The die covers 17870 um2.
- Number of top-level design ports :: between 50 and 60
- At the floorplan stage, the core utilization is reported as 0.3103.
- Number of standard-cell rows in the floorplan :: around 47

** Job
- The tool flagged a number of max-cap violations equal to 0.
- The tool warning count for the run is 29.

** Clock tree
- The number of clock buffers added by TritonCTS is 5.
- CTS sink cnt :: 54
- Number of H-tree levels :: 2
- The later pin in the worst-skew pair is clocked with a latency of about 0.28 ns.
- TritonCTS built the clock tree.
- Hold-fix buffers, CTS :: 0
- Number of buffers between clock root and the deepest sink :: 2
- Clock tree root buffer cell :: sky130_fd_sc_hd__clkbuf_16
- After clock tree synthesis, the clock-pin slew on the worst setup and hold paths is around 0.06 ns.

** Outcome
- The flow ran to the end, and the final reports show no timing, DRC or antenna violations.

** Place
- Global placer's final weighted congestion :: 0.8793
- Half-perimeter wire length after detailed placement :: 10.23 mm
- Buffers on Ports :: around 54
- Counting tap cells, the placed design contains a total of ~930 instances.

** Min path
- Hold WC Path Type :: flop to flop
==> worst register-to-register path, stage by stage, from the launching register on <==
cell                       delay [ns]
sky130_fd_sc_hd__dfrtp_1         0.38
sky130_fd_sc_hd__ha_1            0.30
sky130_fd_sc_hd__a211oi_1        0.30
sky130_fd_sc_hd__nor2_1          0.11
sky130_fd_sc_hd__o41ai_1         0.46
sky130_fd_sc_hd__nor2b_1         0.13
sky130_fd_sc_hd__o21a_1          0.21
sky130_fd_sc_hd__o21ai_0         0.16
sky130_fd_sc_hd__nand2b_1        0.08
sky130_fd_sc_hd__xor2_1          0.14
==> stage by stage <==
stage                     setup TNS (ns)  worst slack (ns)  instance area (um2)
after floorplan                        0            0.5514                 5201
after global placement          -0.01794          -0.01794                 6218
after detailed placement         -0.3882          -0.08299                 6218
after CTS                              0          0.002792                 6375
after global routing                   0           0.01174                 6475
final                                  0            0.2021                 6475
==> worst min-delay path by stage <==
stage / end / startpoint / cells after the start
CTS: q1_align_sgn[0] / q0_align_sgn[0] / 0
global route: q1_align_exp[3] / q0_align_exp[3] / 0
finish: q1_align_exp[3] / q0_align_exp[3] / 0
==> logic make-up after synthesis <==
| kind of cell | Yosys count |
|---|---|
| buf+inv | 68 |
| simple gates | 223 |
| xor+xnor | 39 |
| mux | 56 |
| compound gates | 172 |
| flops | 54 |
| fa+ha+maj | 30 |
==> flip-flops by register name (all words and copies together) (netlist names) <==
register and flops:
q0_align_exp 4, q0_align_man0 14, q0_align_man1 14, q0_align_sgn 2, q1_align_exp 4, q1_align_man 14
q1_align_sgn 2
==> cells in the final DEF (no fill, tap or decap), drive strengths merged, types with 4 or more instances in the layout <==
cell and instances:
a211oi 11, a21o 7, a21oi 46, a22oi 5, a31oi 5, and2 5, buf 55, clkbuf 6
clkdlybuf4s50 52, dfrtp 54, fa 4, ha 26, inv 37, mux2 14, mux2i 42, nand2 65
nand2b 4, nand3 20, nand4 5, nor2 67, nor2b 4, nor3 16, nor3b 4, nor4 10
o211ai 9, o21ai 39, o22ai 4, o31ai 9, or2 4, or3 7, or4 7, xnor2 21
xor2 18
==> power by group through the flow <==
| stage | sequential (mW) | clock [mW] | combinational (mW) |
|---|---|---|---|
| final | 0.940 | 0.437 | 2.66 |
| after global routing | 0.965 | 0.477 | 3.00 |
| after CTS | 0.938 | 0.451 | 2.56 |
==> per-layer routing <==
layer	vias to the layer above	global-route usage
li1	2501	-
met1	2098	0.2243
met2	102	0.2289
met3	13	0.01166
met4	0	0.02778
met5	-	0
==> what timing repair did <==
item,CTS,global route
pin swaps,1,7
buffers inserted,0,8
gates resized,1,9
endpoints found under the setup margin,1,3
==> cell type report <==
| type | instances | area (um2) |
|---|---|---|
| sequential | 54 | 1351 |
| clock inverter | 2 | 12.51 |
| fill | 1695 | 10280 |
| clock buffer | 6 | 138.9 |
| timing repair buffer | 108 | 943.4 |
| inverter | 37 | 141.4 |
| tap | 220 | 275.3 |
| multi-input combinational | 520 | 3612 |
Power is estimated from default activity; no workload was simulated.
